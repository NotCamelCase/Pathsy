### /design/flow/config.mk
export PLATFORM = sky130hd
export DESIGN_NAME = prng
export DESIGN_NICKNAME = prng
export VERILOG_FILES = /design/flow/design.v
export SDC_FILE = /design/flow/constraint.sdc
export NUM_CORES = 4
export LEC_CHECK = 1
export CORE_AREA = 10 10 70 70
export DIE_AREA = 0 0 80 80
### /design/flow/constraint.sdc
current_design prng

set clk_period 1.2
set clk_io_pct 0.2

create_clock -name clk0 -period $clk_period [get_ports {clk}]

set non_clock_inputs [all_inputs -no_clocks]
set_input_delay [expr $clk_period * $clk_io_pct] -clock clk0 $non_clock_inputs
set_output_delay [expr $clk_period * $clk_io_pct] -clock clk0 [all_outputs]
### /design/flow/design.v
module prng
#(parameter SEED = 16'hbeef)
(
    input logic         clk, rst,
    input logic         enable,
    output logic[15:0]  rand_number
);
    logic[15:0] lfsr_reg;
    always_ff @(posedge clk)
    begin
        if (rst)
            lfsr_reg <= SEED;
        else if (enable)  
            lfsr_reg <= {(lfsr_reg[5] ^ lfsr_reg[3] ^ lfsr_reg[2] ^ lfsr_reg[0]), lfsr_reg[15:1]};
    end
    assign rand_number = lfsr_reg;
endmodule
### /design/flow/run.sh
#!/bin/bash
# OpenROAD 26Q1-2900-gdf79404cd8, Yosys 0.63+post, stock flow scripts
make -C /OpenROAD-flow-scripts/flow DESIGN_CONFIG=/design/flow/config.mk WORK_HOME=/design/flow/orfs finish
==> metrics.log <==
[flow] final metrics
INFO  metric final_cells = 134
INFO  metric synthToLayoutAreaGrowth = 61.1%
INFO  metric ys_top_cells_by_area = sky130_fd_sc_hd__dfxtp_1 (54%), sky130_fd_sc_hd__mux2i_1 (25%), sky130_fd_sc_hd__nand2_1 (7.6%)
INFO  metric leakage = 0.403 nW
INFO  metric floorplanUtilization = 0.174
INFO  metric cpMaxStageDelayCell = sky130_fd_sc_hd__dfxtp_2
INFO  metric power-per-cell-area = 1120 mW/mm^2
INFO  metric fmax = 911 MHz
INFO  metric warnings = 25
INFO  metric first_global_vias = 462
INFO  metric yosys_cells = 55
INFO  metric timing.critical_path.from_type = flop
INFO  metric floorplan.rows = 21
INFO  metric worstPathCellList = dlygate4sd2_1
INFO  metric finalSetupViolations = 0
INFO  metric ys.warnings.count = 1
INFO  metric finalWeightedCongestion = 0.644
INFO  metric num_vias = 476
INFO  metric worst-r2r-cell-count = 4
INFO  metric synth-seq-cells = 16
INFO  metric commonest_cells_in_the_netlist = sky130_fd_sc_hd__dfxtp_1 (16), sky130_fd_sc_hd__mux2i_1 (15), sky130_fd_sc_hd__nand2_1 (12)
INFO  metric required = 0.96 ns
INFO  metric max_reg_flops = 16
INFO  metric first_iteration_detailed_routing_drc_count = 15
INFO  metric reg2reg_setup_slack = 0.22 ns
INFO  metric grt_pass1_wl = 2.19 mm
INFO  metric family_with_the_most_delay_on_the_worst_path = flip-flops
INFO  metric enable_flop_cells = 0
INFO  metric fin_util = 0.281
INFO  metric yosysChipArea = 596 sq um
INFO  metric reported_max_cap_violation_count = 0
INFO  metric clk_latency = 0.28 ns
INFO  metric postSynthSeqShare = 0.538
INFO  metric cts_hold_repair_buffers = 0
INFO  metric route.detailed.wl_per_inst = 9.90 microns
INFO  metric drc = 0
INFO  metric htreeDepth = 1
INFO  metric wirelength = 1.33 mm
INFO  metric finalClockSkew = 0.00965 ns
INFO  metric synth_top_flop_cell = sky130_fd_sc_hd__dfxtp_1
INFO  metric post-layout-total-power = 1.08 mW
INFO  metric timing.critical_path.depth = 1
INFO  metric cp.arrival = 0.86 ns
INFO  metric timing.critical_path.fanout_max = 3
INFO  metric worstHoldEndpoint = lfsr_reg[7]
INFO  metric min_delay_path_depth = 2
INFO  metric cts_buffers = 3
INFO  metric tightest_pin_transition = 0.158 ns
INFO  metric hold_path.class = reg2reg
INFO  metric hpwl = 974 microns
INFO  metric grt_use_total = 0.0430
INFO  metric worst_path_largest_cell_delay = 0.34 ns
INFO  metric kind_of_end_point_of_the_critical_path = output pin
INFO  metric setup_repair_after_global_routing_missed_its_margin = no
INFO  metric vias_per_cell = 3.55
INFO  metric antenna_cells_inserted = 0
INFO  metric ys_async_sr_fraction = 0
INFO  metric setup.worst_path.class = reg2out
INFO  metric post_synth_inst_count = 55
INFO  metric share_of_cells_above_drive_strength_1 = 0.386
INFO  metric hold_slack = 0.474 ns
INFO  metric reg2reg_from = lfsr_reg[3]
INFO  metric dpl_worst_slack = -0.130 ns
INFO  metric synth_top_cell_by_area = sky130_fd_sc_hd__dfxtp_1
INFO  metric timing.critical_path.buf_inv = 1
INFO  metric finalMaxSlewViolations = 0
INFO  metric post-route-period-util = 0.915
INFO  metric finalWorstSetupSlack = 0.102 ns
INFO  metric firstDrtPassIters = 3
INFO  metric placed_cells = 121
INFO  metric worst_r2r_endpoint = lfsr_reg[15]
INFO  metric placement.io_buffers = 18
INFO  metric synth_largest_type_area_fraction = 0.538
INFO  metric clock_tree_from_tritoncts = yes
INFO  metric post-route-min-period = 1.10 ns
INFO  metric syn_area_per_cell = 10.8 sq um
INFO  metric tritoncts_num_sinks = 16
INFO  metric fp.dieArea = 0.00640 sq mm
INFO  metric floorplan.die.height = 80 microns
INFO  metric finalHoldViolations = 0
INFO  metric timing.slew.headroom = 0.892
INFO  metric grt_start_max_net_pins = 18
INFO  metric irDropWorstVdd = 0.557 mV
INFO  metric most_common_cell_in_the_synthesized_netlist = sky130_fd_sc_hd__dfxtp_1
INFO  metric mapped_cell_area = 596 sq um
INFO  metric core_area = 0.00342 sq mm
INFO  metric io_pins = 19
INFO  metric synth_cell_type_count = 10
INFO  metric antenna_left = 0
INFO  metric dieWidth = 80 microns
INFO  metric antenna_found_initial = 0
INFO  metric grt-ovfl-total = 0
INFO  metric hold_path.startpoint = lfsr_reg[8]
INFO  metric cts.reportedPaths.clkPinSlew = 0.09 ns
INFO  metric clk_path_buf_depth = 2
INFO  metric clk_root_buffer_cell = sky130_fd_sc_hd__clkbuf_4
INFO  metric outcome = completed
per-stage QoR:
step	instance area, sq um	TNS (ns)
6_report	960	0
5_1_grt	960	0
4_1_cts	960	0
3_5_place_dp	856	-1.58
3_3_place_gp	856	-1.38
2_1_floorplan	596	0
report_power, final:
group / leakage, nW / total (mW) / internal (mW) / switching [mW]
Combinational: 0.255 / 0.155 / 0.0986 / 0.0561
Clock: 0.0210 / 0.341 / 0.185 / 0.156
Sequential: 0.127 / 0.581 / 0.565 / 0.0159
logic make-up (layout without fill, tap and decap cells):
logic type	after synthesis	after routing	synth area share
compound gates	1	1	0.0105
simple gates	16	16	0.103
flops	16	16	0.538
mux	15	15	0.252
xor+xnor	3	3	0.0441
buf+inv	4	37	0.0525
worst max-delay path by stage:
stage      startpoint  slack, ns              to
4_1_cts   lfsr_reg[4]       0.08  rand_number[4]
5_1_grt   lfsr_reg[4]       0.03  rand_number[4]
6_report  lfsr_reg[4]       0.10  rand_number[4]
final cells by class:
| class | count | area [sq um] |
|---|---|---|
| clock buffer | 4 | 36.3 |
| timing repair buffer | 32 | 278 |
| multi-input combinational | 35 | 244 |
| inverter | 1 | 3.75 |
| sequential | 16 | 340 |
| fill | 370 | 2460 |
| tap | 46 | 57.6 |
cell usage in the layout (no fill, tap or decap):
cell type                         netlist  routed
sky130_fd_sc_hd__clkdlybuf4s50_1        0       2
sky130_fd_sc_hd__nor3_1                 1       1
sky130_fd_sc_hd__buf_4                  0      13
sky130_fd_sc_hd__xnor2_1                3       3
sky130_fd_sc_hd__mux2i_1               15      15
sky130_fd_sc_hd__buf_12                 0       1
sky130_fd_sc_hd__dlygate4sd2_1          0      16
sky130_fd_sc_hd__dfxtp_2                0      16
sky130_fd_sc_hd__inv_1                  1       1
sky130_fd_sc_hd__clkbuf_4               0       3
sky130_fd_sc_hd__a31oi_1                1       1
sky130_fd_sc_hd__nand2_1               12      12
sky130_fd_sc_hd__clkbuf_8               0       1
sky130_fd_sc_hd__nor2_1                 3       3
layer usage:
metal | routed length (microns) | track usage | vias up | part of all wire
met3 | 213 | 0.0352 | 2 | 0.16
met5 | 0 | 0 | - | 0
met2 | 576 | 0.0626 | 14 | 0.43
met4 | 11 | 0.00528 | 0 | 0.0083
li1 | - | - | 252 | -
met1 | 526 | 0.0490 | 208 | 0.40
timing repair:
action / CTS / global route
endpoints found under the setup margin: 16 / 0
resized: 32 / 0
buffers inserted: 9 / 0
Power is estimated from default activity; no workload was simulated.
