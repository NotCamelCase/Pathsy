==> /design/flow/design.v <==
module debounce_button
#(parameter CTR_WIDTH = 24)
(
    input logic     clk,
    input logic     pb,
    output logic    pb_down
);
    (* ASYNC_REG = "true" *)
    logic                   input_meta, input_sync;
    logic                   input_idle, count_up;
    logic                   pb_reg;
    logic[CTR_WIDTH-1:0]    ctr_reg;
    always_ff @(posedge clk)
    begin
        input_meta <= pb;
        input_sync <= input_meta;
    end
    assign input_idle = (pb_reg == input_sync);
    assign count_up = &ctr_reg;
    always_ff @(posedge clk) ctr_reg <= input_idle ? 0 : ctr_reg + CTR_WIDTH'(1);
    always_ff @(posedge clk) pb_reg <= count_up ? ~pb_reg : pb_reg;
    assign pb_down = count_up & ~input_idle & ~pb_reg;
endmodule
==> /design/flow/run.sh <==
#!/bin/bash
# OpenROAD 26Q1-2900-gdf79404cd8, Yosys 0.63+post, stock flow scripts
make -C /OpenROAD-flow-scripts/flow DESIGN_CONFIG=/design/flow/config.mk WORK_HOME=/design/flow/orfs finish
==> /design/flow/config.mk <==
export PLATFORM = sky130hd
export DESIGN_NAME = debounce_button
export DESIGN_NICKNAME = debounce_button
export VERILOG_FILES = /design/flow/design.v
export SDC_FILE = /design/flow/constraint.sdc
export NUM_CORES = 4
export LEC_CHECK = 1
export CORE_AREA = 10 10 94 94
export DIE_AREA = 0 0 104 104
==> /design/flow/constraint.sdc <==
current_design debounce_button

set clk_period 6.1
set clk_io_pct 0.2

create_clock -name clk0 -period $clk_period [get_ports {clk}]

set non_clock_inputs [all_inputs -no_clocks]
set_input_delay [expr $clk_period * $clk_io_pct] -clock clk0 $non_clock_inputs
set_output_delay [expr $clk_period * $clk_io_pct] -clock clk0 [all_outputs]
==> flow_summary_export.csv <==
group,metric,value,unit
placement,dp_slack,2571,ps
die,die_y,104,um
power,p_leak,0.0004081,uW
timing,whs,333.1,ps
routing,ant_nets,0,
synthesis,postSynthSeqShare,46.41,%
routing,drt-wirelength-per-cell,8.622,um
clock_tree,hold_buffers,0,
finish,combGateArea,613.1,um^2
min_path,whs_endpoint,"input_sync$_DFF_P_",
clock_tree,numClockSinks,27,
clock_tree,post_cts_buffers,0,
clock_tree,numCtsBuffers,3,
min_path,hold_path_class,"register to register",
worst_setup_path,crit-reg2reg-launch,"ctr_reg[0]$_SDFF_PP0_",
die,floorplanUtilization,17.36,%
finish,drive_gt1_share,8.029,%
global_route,overflow,0,
worst_setup_path,critPathLaunchType,"register",
routing,drtIter0Drc,75,
routing,antenna_cells,0,
die,fp-row-count,30,
die,io_pins,3,
power,internal-power,228.3,uW
min_path,min_from,"input_meta$_DFF_P_",
worst_setup_path,end_kind,"output pin",
synthesis,edf_count,1,
power,p_clk_share,34.1,%
min_path,worstHoldPathCells,0,
clock_tree,clock-root-buffer,"clkbuf_8",
global_route,grt_pass1_wl,3629,um
synthesis,yosys.cell_count.top_type,"dfxtp_1",
routing,drc,0,
finish,largest_reg_flops,24,
power,p_seq_share,63.3,%
timing,drv_slew,0,
worst_setup_path,timing.rr.end,"ctr_reg[22]$_SDFF_PP0_",
synthesis,yosysCellCount,133,
placement,port_buffers,2,
synthesis,yosysTopAreaCell,"dfxtp_1",
power,ir_drop,0.0001332,V
worst_setup_path,cpPeakStageDelay,590,ps
routing,dr.pass1.iters,4,
die,die_x,104,um
timing,setup_viol,0,
timing,rsz0062_at_grt,"false",
worst_setup_path,required,4880,ps
worst_setup_path,critical-path-top-delay-family,"simple AND/OR/NAND/NOR gates",
finish,postLayoutCoreUtil,20.15,%
routing,vias_per_cell,3.918,
die,core,6832,um^2
timing,fmax,261.5,MHz
synthesis,top_cells_by_count,"dfxtp_1, nor2_1, xnor2_1, a21oi_1",
synthesis,synth.area.top_cells,"dfxtp_1, xnor2_1, nor2_1, nand4_1, a21oi_1",
timing,hold_violations,0,
timing,clock_skew,4.716,ps
global_route,grt_pass1_vias,775,
synthesis,synth_flop_count,27,
worst_setup_path,cp.buffers_inverters,1,
synthesis,top_cell_area_share,43.88,%
power,p_comb_share,2.6,%
timing,tightest_slew,612.8,ps
synthesis,ys_warn_count,1,
finish,fill_cells,784,
finish,area.growth.synth_to_final,16.03,%
global_route,grt_usage,3.774,%
clock_tree,htree_num_levels,1,
worst_setup_path,crit_chain,"ha_1 -> nand4_4 -> nor4_1 -> and3_1 -> and3_1 -> clkdlybuf4s50_1",
synthesis,syn_inst,133,
clock_tree,cts_tree,"done",
worst_setup_path,critical_path_peak_fanout,8,
clock_tree,clkTransAtPathRegs,90,ps
run,maxCapViolations,0,
die,die-area,10820,um^2
worst_setup_path,r2r.worst_path.cells,5,
timing,fin_setup_tns,0,ps
worst_setup_path,critPathMostFrequentCell,"and3_1",
power,totalPowerFinal,287.8,uW
synthesis,postSynthAreaPerCell,8.918,um^2
timing,fin_ws,2277,ps
synthesis,synth-async-reset-ratio,0,%
routing,drt-total-wl,2009,um
synthesis,ys_types,29,
clock_tree,clk_path_buf_depth,2,
timing,relSlewSlack,58.77,%
worst_setup_path,r2r_setup_slack,4010,ps
power,sw_frac_of_total,20.68,%
global_route,grt_max_degree,26,
worst_setup_path,path_class,"register to output pin",
timing,finalCritPeriodShare,62.68,%
run,tool_warnings,25,
synthesis,ff_type,"dfxtp_1",
routing,vias,913,
clock_tree,clk_latency,270,ps
finish,ff_latch_area,550.5,um^2
worst_setup_path,crit_slowest_cell,"nor4_1",
placement,gp_congestion,0.7981,
timing,fin_crit,3823,ps
global_route,antenna_found_initial,0,
run_status,status,"finished, final reports clean",
synthesis,syn_area,1186,um^2
power,powerDensity,209.1,nW/um^2
worst_setup_path,cp_data_arrival_time,2600,ps
power,p_switching,59.51,uW
placement,place_hpwl,1427,um
synthesis,yosys-stat-area,1186,um^2
clock_tree,cts_resized,0,
-- kinds of logic after synthesis --
group                      synth area share [%]
DFF                                       46.41
adders and majority gates                 1.055
and+or+nand+nor                           31.33
AOI/OAI and AO/OA                         8.334
buffers and inverters                     2.532
xor gates and xnor gates                  10.34
-- worst register-to-register path, stage by stage (launching register included) --
cell	delay, ps
dfxtp_1	420
ha_1	280
nand4_4	180
or4_4	610
or4_1	410
a21oi_1	150
-- cell usage in the layout, fill, tap and decap left out, types with 5 or more instances in the layout --
cell and count:
inv_1 5, xnor2_1 10, nand2_1 6, a21oi_1 9, dfxtp_1 26, nand3_1 8, nor4_1 5, nand4_1 8
nor2_1 16, o21ai_0 6
-- metal layers --
layer / GRT usage, % / wire [um] / vias up
li1: - / - / 489
met1: 5.810 / 1119 / 419
met2: 5.270 / 816 / 5
met3: 1.190 / 73 / 0
met4: 0.09940 / 0 / 0
met5: 0 / 0 / -
-- through the flow --
stage	std cells	area, um^2
floorplan	133	1186
global route	233	1376
detailed placement	229	1330
finish	233	1376
global placement	229	1330
CTS	233	1376
-- power by group through the flow --
stage	logic [uW]	registers [uW]	clock network [uW]
after CTS	7.55	182	105
after global routing	8.46	183	112
final	7.35	182	98.2
-- area by class of cell --
cell class | count | area share (%)
clock buffers | 3 | 3.000
flip-flops and latches | 27 | 40.00
inverters | 5 | 1.364
multi-input cells | 98 | 44.55
repair buffers | 3 | 2.000
well taps | 96 | 8.727
clock inverters | 1 | 0.3636
-- worst max-delay path by stage --
stage	to	slack, ps	cells after the start	startpoint
finish	pb_down	2280	6	ctr_reg[0]$_SDFF_PP0_
global route	pb_down	2040	6	ctr_reg[0]$_SDFF_PP0_
CTS	pb_down	2250	6	ctr_reg[0]$_SDFF_PP0_
No activity file was given, so power comes from the tool's default toggle rates.
