**flow/constraint.sdc**
```tcl
current_design bram_shift_register

set clk_period 1.9
set clk_io_pct 0.2

create_clock -name clk0 -period $clk_period [get_ports {clk}]

set non_clock_inputs [all_inputs -no_clocks]
set_input_delay [expr $clk_period * $clk_io_pct] -clock clk0 $non_clock_inputs
set_output_delay [expr $clk_period * $clk_io_pct] -clock clk0 [all_outputs]
```
**flow/config.mk**
```make
export PLATFORM = sky130hd
export DESIGN_NAME = bram_shift_register
export DESIGN_NICKNAME = bram_shift_register
export VERILOG_FILES = /design/flow/design.v
export SDC_FILE = /design/flow/constraint.sdc
export NUM_CORES = 4
export LEC_CHECK = 1
export CORE_UTILIZATION = 30
```
**flow/run.sh**
```bash
#!/bin/bash
# OpenROAD 26Q1-2900-gdf79404cd8, Yosys 0.63+post, stock flow scripts
make -C /OpenROAD-flow-scripts/flow DESIGN_CONFIG=/design/flow/config.mk WORK_HOME=/design/flow/orfs finish
```
**flow/design.v**
```verilog
module bram_1r1w
#
(
    parameter   ADDR_WIDTH = 4,
    parameter   DATA_WIDTH = 8
)
(
    input logic                     clk,
    input logic                     wr_en,
    input logic[ADDR_WIDTH-1:0]     rd_addr, wr_addr,
    input logic[DATA_WIDTH-1:0]     wr_data,
    output logic[DATA_WIDTH-1:0]    rd_data
);
    logic[DATA_WIDTH-1:0]   buffer[2**ADDR_WIDTH-1:0];
    logic[DATA_WIDTH-1:0]   data_reg;
    always_ff @(posedge clk)
    begin
        if (wr_en)
            buffer[wr_addr] <= wr_data;
    end
    always_ff @(posedge clk)
    begin
        data_reg <= buffer[rd_addr];
    end
    assign rd_data = data_reg;
endmodule
module bram_shift_register
#
(
    parameter   WIDTH   = 8,
    parameter   DELAY_COUNT = 4
)
(
    input logic             clk,
    input logic             reset,  
    input logic[WIDTH-1:0]  d,
    output logic[WIDTH-1:0] q
);
    localparam  DEPTH_WIDTH = $clog2(DELAY_COUNT);
    logic[DEPTH_WIDTH-1:0]  wr_ptr;
    bram_1r1w #(.ADDR_WIDTH(DEPTH_WIDTH), .DATA_WIDTH(WIDTH)) buffer(
        .clk(clk),
        .wr_en(1'b1),
        .rd_addr(wr_ptr),
        .wr_addr(wr_ptr),
        .wr_data(d),
        .rd_data(q));
    always_ff @(posedge clk)
    begin
        if (reset)
            wr_ptr <= 0;
        else
            wr_ptr <= (wr_ptr == DELAY_COUNT-2) ? 0 : wr_ptr + 1;
    end
endmodule
```
==> reports/metrics.csv <==
stage;metric;value;unit
logic_synthesis;synth.distinct_cells;9;
power;power.share.sequential;55.5;%
logic_synthesis;post-synth-top-area-cell;edfxtp_1;
power;leakage;0.597;nW
worst_hold_path;holdCritStartpoint;buffer.buffer[0][0];
setup_path;worstReg2RegStart;wr_ptr[1];
timing;timing.hold.ws;0.558;ns
floorplan;chipHeight;71.0;µm
power;share_comb_of_total_power;14.2;%
global_route;grt_first_pass_wirelength;3310;µm
timing;timing_hold_violations_final;0;
timing;worst_slew_margin_rel;68.3;%
timing;setup_total_negative_slack;0;ns
layout;area_growth;24.1;%
logic_synthesis;postSynthSeqShare;81.3;%
clock_network;number_of_gates_resized_after_cts;0;
setup_path;critical_path_arrival;1.42;ns
worst_hold_path;worstHoldEndpoint;buffer.data_reg[0];
floorplan;core_area;0.00447;mm²
setup_path;path_buffers;0;
worst_hold_path;timing.hold.worst_path_depth;1;
detailed_routing;met2_length;935;µm
logic_synthesis;synth_top_area_share;67.3;%
layout;largest_register_ffs;32;
detailed_routing;drc_errors;1;
detailed_routing;postRouteAntennaNets;0;
layout;final.fill_count;388;
power;power.clock.fraction;30.2;%
setup_path;ff2ff_setup_slack;0.42;ns
status;violated_checks;DRC;
place;port_buffers;17;
clock_network;clock_sink_total;42;
clock_network;cts.reportedPaths.clkPinSlew;0.07;ns
setup_path;worstPathCellList;ha_1;
timing;timing_worst_slew_pin_value;0.475;ns
setup_path;class_of_the_most_critical_setup_path;reg -> reg;
logic_synthesis;synthCells;60;
setup_path;regToRegEndpoint;buffer.buffer[2][2];
floorplan;die_width;71.0;µm
global_route;grt_pass1_vias;675;
detailed_routing;first_pass_iters;54;
job;timing.max_cap.violations;0;
setup_path;worstSetupEndpointType;flip-flop;
layout;final_layout_top_logic_cells;edfxtp_1 (32), clkdlybuf4s50_1 (17), dfxtp_1 (10), mux4_2 (8), clkbuf_8 (5);
clock_network;cts_tree;yes;
power;power.density_cell_area;1240;mW/mm²
job;stage_log_warnings;28;
clock_network;post_cts_setup_repair_buffer_count;0;
timing;fmax;674;MHz
logic_synthesis;register_bit_count_reported_by_yosys;42;
floorplan;std_cell_rows;24;
detailed_routing;wl_met1;853;µm
detailed_routing;route.detailed.wl_per_inst;13.9;µm
setup_path;worstPathMaxFanout;11;
detailed_routing;first_iter_violations;22;
clock_network;tritoncts.num_buffers;5;
timing;period_needed;1.48;ns
global_route;globalRoute.totalOverflow;0;
timing;final_min_period_over_clock_period;78.1;%
logic_synthesis;synthesis.yosys.warnings;2;
timing;finalSetupViolCount;0;
clock_network;clock_insertion_delay_worst_skew;0.28;ns
setup_path;cp_top_family;flip-flops;
setup_path;crit_path_top_delay_cell;dfxtp_1;
power;vdd.ir_drop.worst;0.000379;V
clock_network;cts_buffer_depth;2;
clock_network;htreeDepth;2;
detailed_routing;vias_per_cell;4.41;
power;internal-power;1.76;mW
detailed_routing;routed-via-count;604;
logic_synthesis;cell_total_in_the_yosys_stat_output;60;
floorplan;chip_area;0.00504;mm²
place;post-dp-hpwl;1290;µm
clock_network;cts-hold-fix-buffers;0;
worst_hold_path;min_path_type;reg -> reg;
floorplan;fp_util;31.9;%
detailed_routing;routed-wl-met3;112;µm
logic_synthesis;netlist_area;0.00143;mm²
setup_path;endpoint_required_time_on_the_critical_path;1.84;ns
detailed_routing;top_layer_used;met3;
place;place.gp.congestion;0.729;
clock_network;clk_root_buffer_cell;clkbuf_8;
logic_synthesis;synth_chip_area;0.00143;mm²
setup_path;critPathMaxStageDelay;0.62;ns
timing;fin_skew;0.00504;ns
layout;drive_gt1_share;20.0;%
global_route;largest_net_degree_at_the_start_of_global_routing;14;
global_route;number_of_antenna_violations_at_the_first_check_in_global_routing;0;
detailed_routing;postRouteWirelength;1900;µm
power;sw_frac_of_total;19.6;%
setup_path;sort_of_element_at_the_start_of_the_critical_path;flip-flop;
power;p_switching;0.429;mW
logic_synthesis;mean_area_per_synthesized_cell;23.8;µm²
floorplan;design.portCount;18;
logic_synthesis;top_cells_by_area;edfxtp_1 (67%), dfxtp_1 (14%), mux4_2 (13%);
setup_path;ff2ff_path_depth;1;
detailed_routing;antenna_cells_inserted;0;
layout;layout_top_cell;edfxtp_1;
global_route;grt_util_all_layers;9.13;%
status;run_status;finished with violations;
timing;drv_slew;0;
timing;grt_setup_unrepaired;false;
[per-layer routing]
metal | up-vias | global-route usage (%)
li1 | 287 | -
met1 | 295 | 13.1
met2 | 22 | 14.0
met3 | 0 | 4.19
met4 | 0 | 1.33
met5 | - | 0
[per-stage QoR]
stage / setup slack, ns / power (mW) / std cells / area, µm² / util (%)
floorplan: 0.691 / 1.37 / 60 / 1430 / -
global placement: 0.420 / 1.56 / 129 / 1660 / 37.1
detailed placement: 0.403 / 1.56 / 129 / 1660 / 37.1
CTS: 0.387 / 2.23 / 137 / 1770 / 39.6
global route: 0.300 / 2.30 / 137 / 1770 / 39.6
finish: 0.416 / 2.19 / 137 / 1770 / 39.6
[layout make-up]
| cell class | instances | area (µm²) | share of cell area (%) |
|---|---|---|---|
| clock buffer | 6 | 72.6 | 4.10 |
| timing repair buffer | 19 | 185 | 10.5 |
| tap | 52 | 65.1 | 3.67 |
| clock inverter | 2 | 37.5 | 2.12 |
| sequential | 42 | 1160 | 65.5 |
| inverter | 2 | 7.51 | 0.424 |
| multi-input combinational | 14 | 243 | 13.7 |
[how the worst max path moves through the flow]
stage,start,endpoint,slack (ns),depth (start not counted)
CTS,wr_ptr[1],buffer.buffer[2][2],0.39,1
global route,wr_ptr[1],buffer.buffer[2][6],0.30,1
finish,wr_ptr[1],buffer.buffer[2][2],0.42,1
[synth_stat cells (all sizes together)]
cell,count
inv,2
nor3,1
ha,4
edfxtp,32
mux4,8
buf,2
nor3b,1
dfxtp,10
[cell families (layout without fill, tap and decap cells)]
family,Yosys count,in the layout,share of synthesized area (%)
DFF,42,42,81.3
muxes,8,8,12.6
adders and majority gates,4,4,3.51
buffers and inverters,4,29,1.67
and+or+nand+nor,2,2,0.876
[power groups by stage]
stage         registers (mW)  clock network [mW]  logic [mW]
CTS                     1.22               0.692       0.321
global route            1.23               0.724       0.344
finish                  1.22               0.663       0.312
Power is estimated from default activity; no workload was simulated.
